--- design/flow/config.mk ---
export PLATFORM = sky130hd
export DESIGN_NAME = sign_extend
export DESIGN_NICKNAME = sign_extend
export VERILOG_FILES = /design/flow/design.v
export SDC_FILE = /design/flow/constraint.sdc
export NUM_CORES = 4
export LEC_CHECK = 1
export CORE_AREA = 10 10 70 70
export DIE_AREA = 0 0 80 80
--- design/flow/constraint.sdc ---
current_design sign_extend

set clk_period 2.2
set clk_io_pct 0.2

create_clock -name clk0 -period $clk_period

set non_clock_inputs [all_inputs -no_clocks]
set_input_delay [expr $clk_period * $clk_io_pct] -clock clk0 $non_clock_inputs
set_output_delay [expr $clk_period * $clk_io_pct] -clock clk0 [all_outputs]
--- design/flow/design.v ---
module sign_extend (
    input  [31:7]     instr,
    input  [ 1:0]     immsrc,
    output reg [31:0] immext
);
always @(*) begin
    case(immsrc)
        2'b00:   immext = {{20{instr[31]}}, instr[31:20]};
        2'b01:   immext = {{20{instr[31]}}, instr[31:25], instr[11:7]};
        2'b10:   immext = {{20{instr[31]}}, instr[7], instr[30:25], instr[11:8], 1'b0};
        2'b11:   immext = {{12{instr[31]}}, instr[19:12], instr[20], instr[30:21], 1'b0};
        default: immext = 32'bx;  
    endcase
end
endmodule
--- design/flow/run.sh ---
#!/bin/bash
# OpenROAD 26Q1-2900-gdf79404cd8, Yosys 0.63+post, stock flow scripts
make -C /OpenROAD-flow-scripts/flow DESIGN_CONFIG=/design/flow/config.mk WORK_HOME=/design/flow/orfs finish
==> impl_table.tex <==
% Generated from flow reports
\begin{tabular}{lr}
\hline
Metric & Value \\
\hline
\multicolumn{2}{l}{\textbf{Drt}} \\
Vias & 370 \\
Length of the first detailed-routing pass in iterations & 2 \\
DRC errors left & 0 \\
Number of antenna repair diodes & 0 \\
Violation count after the first detailed-route iteration & 8 \\
Detail Route met3 WL & 123 µm \\
Routed wire length per instance & 13.03 µm \\
Aggregate routed wire length & 1524 µm \\
WL met2 & 744 µm \\
Residual antenna-violating net count after detailed routing & 0 \\
Highest routed metal layer & met3 \\
Routed metal-1 wirelength & 656 µm \\
Via density per instance & 3.162 \\
\multicolumn{2}{l}{\textbf{STA}} \\
RSZ-0062 raised after global routing & no \\
Min setup slack post-route & 154.5 ps \\
Min cycle time layout & 2045 ps \\
Hold Vio Cnt, Final & 0 \\
Slew Limit Fails & 0 \\
Worst hold margin & 880.0 ps \\
Achievable clock frequency & 488.9 MHz \\
Tightest Pin Transition & 231.6 ps \\
Final critical-path share of the clock period & 0.9298 \\
Final setup violation count & 0 \\
Max-slew headroom & 0.8452 \\
\multicolumn{2}{l}{\textbf{Power and ir drop}} \\
Switching share of total power & 0.2425 \\
Net switching power figure & 37.47 µW \\
Standby leakage power & 0.0003023 µW \\
Clock group share of total power & 0 \\
Power Density & 201.7 nW/µm² \\
Internal power of the cells & 117.0 µW \\
Comb pwr share & 1.000 \\
Largest vdd supply drop & 38.44 µV \\
Relative contribution of sequential cells to total power & 0 \\
\multicolumn{2}{l}{\textbf{Final layout}} \\
Sequential cell count of the final layout & 0 \\
Post-route insts no fill & 117 \\
Top cell excl fill/tap & clkdlybuf4s50\_1 \\
Clock buffer count & 0 \\
Synth-to-Final Area Change & 137.2\% \\
Top Layout Cells & clkdlybuf4s50\_1 (43), a31o\_2 (8), mux2\_4 (4), buf\_4 (4) \\
Share of post-route cells with drive strength above 1 & 0.2958 \\
Area taken by flip-flops and latches & 0 µm² \\
Filler cell count & 383 \\
Final standard cell utilization of the core & 0.2242 \\
\multicolumn{2}{l}{\textbf{Critical path}} \\
Critical setup path kind & primary input to output port \\
Critical path cell sequence & clkbuf\_2 -> buf\_4 -> a21boi\_4 -> a31o\_2 -> clkdlybuf4s50\_1 \\
Critical path data required time & 1760 ps \\
Data arrival time of the critical path & 1610 ps \\
Crit path max-delay cell type & clkdlybuf4s50\_1 \\
Critical Path Max Stage Delay & 460 ps \\
CP endpoint kind & output port \\
CP max FO & 8 \\
Crit path launch type & primary input \\
\multicolumn{2}{l}{\textbf{Flow run}} \\
Tool warnings & 33 \\
Number of max-cap violations & 0 \\
\multicolumn{2}{l}{\textbf{Synthesis}} \\
Yosys stat cell total & 39 \\
Portion of netlist area occupied by mux cells & 0.2016 \\
Post-synthesis instance total & 39 \\
XOR/XNOR Fraction of Synth Area & 0.05039 \\
Distinct lib cells & 9 \\
Complex-gate fraction of the synthesized area & 0.2674 \\
Yosys warning total & 1 \\
Area of the synthesized netlist per yosys stat & 322.8 µm² \\
Dominant kind of combinational cell & buffers and inverters \\
Summed instance area of the synthesized netlist & 322.8 µm² \\
Synth Seq Share & 0 \\
Post-synthesis simple-gate area fraction & 0.02326 \\
Average size of a mapped cell & 8.277 µm² \\
Adder and majority cell fraction of the synthesized area & 0 \\
\multicolumn{2}{l}{\textbf{GRT}} \\
Initial antenna violation count & 0 \\
Largest net degree at the start of global routing & 14 \\
GRT Resource Usage Total & 0.04135 \\
Number of global-route vias before repair & 372 \\
First-pass GRT wire length & 2152 µm \\
Gr ovfl total & 0 \\
\multicolumn{2}{l}{\textbf{Die}} \\
Row count & 21 \\
Chip Height & 80 µm \\
I/O Pins & 59 \\
DIE AREA & 6400 µm² \\
Area inside the core boundary & 3416 µm² \\
Die x size & 80 µm \\
Starting density of the core & 0.09451 \\
\multicolumn{2}{l}{\textbf{Place}} \\
Routability cong. & 0.8028 \\
Port buffer count & 47 \\
Post-Place Setup Slack & -242.2 ps \\
Final HPWL DP & 1361 µm \\
\# placed instances & 118 \\
\multicolumn{2}{l}{\textbf{Clocking}} \\
Number of setup buffers added after CTS & 0 \\
\multicolumn{2}{l}{\textbf{Hold path}} \\
Kind of path behind the tightest hold check & primary input to output port \\
\multicolumn{2}{l}{\textbf{Run status}} \\
Result of the run & finished clean \\
\hline
\end{tabular}
-- routing by layer --
metal | up-vias | GRT usage
met5 | - | 0
met4 | 0 | 0.001761
met3 | 0 | 0.006818
met2 | 21 | 0.07063
met1 | 163 | 0.05545
li1 | 186 | -
-- through the flow --
| step | total power [µW] | instance area (µm²) | TNS, ps |
|---|---|---|---|
| floorplan | 51.80 | 322.8 | 0 |
| global placement | 150.2 | 748.2 | -2875 |
| detailed placement | 151.3 | 748.2 | -2713 |
| CTS | 150.6 | 747.0 | -57.21 |
| global route | 166.7 | 765.7 | 0 |
| finish | 154.5 | 765.7 | 0 |
-- worst max-delay path: cells and delay by family --
kind / cells / cell delay [ps]
AND-OR/OR-AND: 2 / 400
buffers and inverters: 3 / 770
-- worst paths after layout --
path	start	to	cells past startpoint
worst max-delay path	immsrc[0]	immext[16]	5
worst min-delay path	instr[30]	immext[10]	0
-- power by group through the flow --
stage / registers [µW] / clock network [µW] / logic (µW)
4_1_cts: 0 / 0 / 151
5_1_grt: 0 / 0 / 167
6_report: 0 / 0 / 154
-- cells by family (layout without fill, tap and decap cells) --
kind of cell,Yosys count,count (layout)
AND-OR/OR-AND,10,10
XOR/XNOR,1,1
buffers and inverters,20,52
multiplexers,6,6
AND/OR/NAND/NOR,2,2
-- what timing repair did --
action	CTS	global route
hold buffers	0	0
endpoints found under the setup margin	14	11
resized	6	9
pin swaps	1	2
-- cells in the mapped netlist, drive strengths merged --
| library cell | number | area [µm²] |
|---|---|---|
| a21boi | 1 | 11.26 |
| mux2 | 4 | 45.04 |
| mux2i | 2 | 20.02 |
| a31o | 8 | 70.07 |
| buf | 20 | 147.6 |
| a21oi | 1 | 5.000 |
| xor2 | 1 | 16.27 |
| nor2 | 2 | 7.510 |
-- layout make-up --
type | instances | area [µm²] | area share
multi-input combinational | 19 | 209.0 | 0.2729
timing repair buffer | 52 | 499.2 | 0.6520
tap | 46 | 57.56 | 0.07516
Power figures rest on the tool's default switching activity, not on a simulated workload.
